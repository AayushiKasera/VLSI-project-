File: flow/run.sh
#!/bin/bash
# OpenROAD 26Q1-2900-gdf79404cd8, Yosys 0.63+post, stock flow scripts
make -C /OpenROAD-flow-scripts/flow DESIGN_CONFIG=/design/flow/config.mk WORK_HOME=/design/flow/orfs finish
File: flow/config.mk
export PLATFORM = sky130hd
export DESIGN_NAME = instruction_memory
export DESIGN_NICKNAME = instruction_memory
export VERILOG_FILES = /design/flow/design.v
export SDC_FILE = /design/flow/constraint.sdc
export NUM_CORES = 4
export LEC_CHECK = 1
export CORE_AREA = 10 10 70 70
export DIE_AREA = 0 0 80 80
File: flow/constraint.sdc
current_design instruction_memory

set clk_period 2.1
set clk_io_pct 0.2

create_clock -name clk0 -period $clk_period [get_ports {clk}]

set non_clock_inputs [all_inputs -no_clocks]
set_input_delay [expr $clk_period * $clk_io_pct] -clock clk0 $non_clock_inputs
set_output_delay [expr $clk_period * $clk_io_pct] -clock clk0 [all_outputs]
File: flow/design.v
module instruction_memory(
input logic clk, rst,
input logic[2:0] Asw,  
input logic[3:0] beq_sw,  
output logic[31:0] RD  
);
logic [31:0] ins_regs [5:0];
localparam Number = 2; 
localparam imm = 1;  
logic [2:0] internal_Addr;
assign internal_Addr = (Asw == 3'b101)? (beq_sw == Number) ? imm:3'b000 : Asw; 
always @(posedge clk or negedge rst)
begin
	if (!rst) begin
		ins_regs[0] <= 32'b0;
		ins_regs[1] = 32'b010101_00000_00111_0000000000000010;
		ins_regs[2] <= 32'b010100_00000_00110_0000000000000100;	
		ins_regs[3] <= 32'b100100_00011_01001_00001_00000000000;
		ins_regs[4] <= 32'b101100_00010_00111_00001_00000000000;
		ins_regs[5] <= 32'b000000_00000_00000_0000000000000001;
	end
	else begin
		RD <= ins_regs[internal_Addr];
	end
end
endmodule
==> out/qor.csv <==
metric,value,unit
status,finished clean,
synthTopCellsByArea,"edfxtp_1 (51%), buf_4 (28%), a211oi_2 (4.2%), or4b_4 (2.3%), or2_2 (2.1%)",
powerDensity,565,nW/um^2
muxShareOfSynthArea,0,
final_util,0.233,
hold_violations,0,
largest_reg_flops,10,
logic_family,buffers and inverters,
topRoutingLayerUsed,met4,
final.min_clock_period,1.65,ns
syn_area_per_cell,12.1,um^2
hp-class,in2reg,
synth-seq-cells,10,
cts.repair.resized,0,
io_buffers,23,
grt_pass1_wl,1800,um
grt-ovfl-total,0,
wl_met2,553,um
numCtsBuffers,3,
fa_ha_area_frac,0,
h-tree-depth,1,
rows,21,
drc,0,
yosys.area_share.simple,0.133,
holdWs,1.00,ns
synthAoiAreaFrac,0.0508,
yosys_area,591,um^2
postSynthCellCount,49,
hold_path_startpoint,beq_sw[2],
cts_sinks,10,
setup_viol,0,
period_used_share,0.784,
grt_use_total,0.0341,
clockBufferDepth,2,
wl_per_cell,10.4,um
xor_area_frac,0.0148,
cp-start-kind,input port,
hpwl,1060,um
yosysWarnings,2,
met1_length,413,um
clock.fmax,608,MHz
tool_warnings,25,
nFillCells,378,
top_regs,RD x10,
first_pass_iters,2,
drive_above_1_share,0.130,
finalSetupTns,0,ns
finalPower,0.000450,W
die_x,80,um
core-area,3420,um^2
cap_violations,0,
min_to,RD[26]$_DFFE_PP_,
yosys_cells,49,
netlist_area,591,um^2
yosys.area.top_type_share,0.508,
grt_max_degree,11,
whs_path_depth,3,
synth_cell_type_count,16,
cts_tree,built,
crit_required,2.19,ns
cp_max_fo,3,
die_h,80,um
total_leakage_power,0.307,nW
rsz0062_at_grt,false,
endpoint_kind,flip-flop,
hold_buffers,0,
grt_pass1_vias,400,
synth_area_leader_cell,edfxtp_1,
dp_cells,112,
cts_root_buffer,clkbuf_4,
stdcell_count,115,
clk_pin_slew,0.06,ns
lay_top_cells,"clkdlybuf4s50_1 (23), conb_1 (18), edfxtp_1 (10)",
crit_arrival,1.74,ns
vias_per_cell,3.01,
critPathKind,in2reg,
gp_congestion,0.715,
ant_nets,0,
largest_register,RD,
postSynthSeqShare,0.508,
startpoint,beq_sw[0],
wl,1190,um
postCtsSetupBuffers,0,
die_area,6400,um^2
ir_drop,0.000138,V
diodes,0,
drt-initial-drc-count,7,
drv_slew,0,
initCoreUtil,0.173,
layout.cells.most_common,clkdlybuf4s50_1,
area_delta_synth_final,34.7,%
via_count,346,
dr_wl_met3,193,um
ios,41,
antenna_found_initial,0,
cell usage after synthesis (all sizes together):
library cell / instances
a21oi: 1
nor3b: 1
nor3: 1
xor2: 1
nand2b: 1
and3b: 1
conb: 1
or2: 2
edfxtp: 10
and3: 1
nor2: 2
a211oi: 2
or4b: 1
and2: 1
buf: 22
clkbuf: 1
critical path, stage by stage:
cell	delay, ns
clkdlybuf4s50_1	0.39
or4b_4	0.54
and3_4	0.21
a211oi_2	0.18
where the power goes:
part	total (W)	internal, W	switching (W)
registers	0.000246	0.000240	0.00000611
logic	0.0000834	0.0000610	0.0000224
clock network	0.000121	0.0000656	0.0000550
how the worst max path moves through the flow:
stage                       to  depth (start not counted)
CTS           RD[30]$_DFFE_PP_                          4
finish        RD[28]$_DFFE_PP_                          4
global route  RD[30]$_DFFE_PP_                          4
layout make-up:
| class | instances | area [um^2] | share of cell area |
|---|---|---|---|
| flip-flops and latches | 10 | 300 | 0.377 |
| repair buffers | 23 | 230 | 0.289 |
| multi-input cells | 33 | 185 | 0.233 |
| well taps | 46 | 57.6 | 0.0723 |
| clock buffers | 3 | 22.5 | 0.0283 |
logic make-up after synthesis:
| logic type | Yosys count |
|---|---|
| other | 1 |
| AOI/OAI and AO/OA | 3 |
| buffers and inverters | 23 |
| DFF | 10 |
| xor gates and xnor gates | 1 |
| and+or+nand+nor | 11 |
stage by stage:
step	worst slack, ns	instance area (um^2)
floorplan	0.638	654
global placement	0.212	773
detailed placement	0.189	773
CTS	0.461	796
global route	0.374	796
finish	0.455	796
layer usage:
layer,global-route usage,vias to the layer above
met3,0.0182,2
met2,0.0570,24
met5,0,-
met1,0.0347,152
li1,-,168
met4,0.0141,0
Power is estimated from default activity; no workload was simulated.
