File: config.mk
export PLATFORM = sky130hd
export DESIGN_NAME = register_file
export DESIGN_NICKNAME = register_file
export VERILOG_FILES = /design/flow/design.v
export SDC_FILE = /design/flow/constraint.sdc
export NUM_CORES = 4
export LEC_CHECK = 1
export CORE_UTILIZATION = 40
File: run.sh
#!/bin/bash
# OpenROAD 26Q1-2900-gdf79404cd8, Yosys 0.63+post, stock flow scripts
make -C /OpenROAD-flow-scripts/flow DESIGN_CONFIG=/design/flow/config.mk WORK_HOME=/design/flow/orfs finish
File: design.v
module register_file (input logic clk, rst,
input logic[4:0] A1, A2, A3,  
input logic[31:0] WD3,  
input logic WE3,  
output logic[31:0] RD1,  
output logic[31:0] RD2,  
output logic[31:0] prode  
);
localparam numOfReg = 32;
localparam lenOfReg = 32;
logic [lenOfReg-1:0] rf_regs [numOfReg-1:0];
always @(posedge clk or negedge rst)  
begin
	if (!rst)  
	begin
		for(int i = 0; i < numOfReg ; i++)
		begin
			rf_regs[i] <= i;
		end
	end
	else
	begin
		if (WE3)  
		begin
			rf_regs[A3] <= WD3;
		end
	end
end
assign RD1 = rf_regs[A1];
assign RD2 = rf_regs[A2];
assign prode = rf_regs[A3];
endmodule
File: constraint.sdc
current_design register_file

set clk_period 7.5
set clk_io_pct 0.2

create_clock -name clk0 -period $clk_period [get_ports {clk}]

set non_clock_inputs [all_inputs -no_clocks]
set_input_delay [expr $clk_period * $clk_io_pct] -clock clk0 $non_clock_inputs
set_output_delay [expr $clk_period * $clk_io_pct] -clock clk0 [all_outputs]
==> flow_metrics.env <==
# yosys + openroad results
export IMPL_status="finished, violations left"
export IMPL_violations="negative setup slack"
export IMPL_dr_total_vias=61398
export IMPL_io_buffer_count=145
export IMPL_max_stage_delay_ps=900
export IMPL_htreeDepth=3
export IMPL_area_growth_pct=18.0
export IMPL_cp_common_cell="buf_4"
export IMPL_whs_ps=556
export IMPL_clockBufferDepth=3
export IMPL_maxSlewHeadroom_pct=4.58
export IMPL_grt_pass1_vias=58466
export IMPL_clk_pin_slew_ps=60
export IMPL_layout_top_cells="a22oi_1, mux2_2, dfrtp_1"
export IMPL_instances_no_fill=7598
export IMPL_worst_pin_slew_ps=1430
export IMPL_path_delay_family="buffers and inverters"
export IMPL_critPathMaxFanout=34
export IMPL_start_kind="input pin"
export IMPL_crit_slowest_cell="buf_2"
export IMPL_dp_cells=7322
export IMPL_post_cts_resized=0
export IMPL_syn_avg_cell_area_um2=10.6
export IMPL_grt_max_degree=111
export IMPL_std_cell_rows=138
export IMPL_fp_utilization_pct=40.4
export IMPL_dp_slack_ps=278
export IMPL_gp_congestion=1.11
export IMPL_fmax_ghz=0.133
export IMPL_ys_chip_area_um2=57500
export IMPL_routedWlPerCell_um=56.0
export IMPL_regArea_um2=25700
export IMPL_cap_violations=0
export IMPL_cp_end_kind="output port"
export IMPL_ys_seq_share_pct=44.8
export IMPL_syn_area_um2=57500
export IMPL_die_h_um=381
export IMPL_placement_cell_area_um2=63500
export IMPL_dp_hpwl_mm=274
export IMPL_cts_root_buf="clkbuf_16"
export IMPL_ir_worst_vdd_v=0.000266
export IMPL_slew_violations=0
export IMPL_reg_top3="rf_regs: 1024 flops"
export IMPL_antenna_found_initial=46
export IMPL_coreArea_um2=142000
export IMPL_ys_async_sr_fraction_pct=100
export IMPL_layout_top_cell="a22oi_1"
export IMPL_comb_area_um2=30200
export IMPL_grt_pass1_wl_mm=558
export IMPL_cts_setup_buffers=0
export IMPL_largest_register="rf_regs"
export IMPL_drt_pass1_iter_count=14
export IMPL_clock_skew_ps=0
export IMPL_power_density_nw_per_um2=256
export IMPL_grt_total_usage_pct=60.2
export IMPL_post_route_util_pct=47.7
export IMPL_die_x_um=381
export IMPL_cts_tree="built"
export IMPL_pin_count=146
export IMPL_synthTopCellsByArea="dfrtp_1, mux2_2, a22oi_1"
export IMPL_drive_gt1_share_pct=32.1
export IMPL_top_area_cell="dfrtp_1"
export IMPL_cts_buffers=117
export IMPL_crit_buf_inv=4
export IMPL_stdcell_area_um2=67800
export IMPL_power_total_mw=17.4
export IMPL_routed_wl_mm=426
export IMPL_flop_cell="dfrtp_1"
export IMPL_top_cell_area_share_pct=41.1
export IMPL_tool_warnings=31
export IMPL_fin_crit_ps=7520
export IMPL_largest_register_ffs=1024
export IMPL_first_iter_violations=8761
export IMPL_cts_sinks=1024
export IMPL_edf_count=0
export IMPL_synthDistinctLibCells=68
export IMPL_die_area_um2=145000
export IMPL_synth_flop_count=1024
export IMPL_viasPerCell=8.08
export IMPL_worstPathArrival_ps=6020
export IMPL_min_path_type="flip-flop to flip-flop"
export IMPL_hold_buffers=0
export IMPL_drc=0
export IMPL_yosysCellCount=5415
export IMPL_fin_crit_sh_pct=100
export IMPL_setup_slack_ps=-24.3
export IMPL_antenna_left=0
export IMPL_leakagePower_nw=29.2
export IMPL_ys_warnings_count=2
export IMPL_cp_cell_sequence="buf_2, nand3b_1, buf_4, nor2_4, buf_4, a22oi_1, nand4_1, nor2_1, a21oi_1, clkdlybuf4s50_1"
export IMPL_clk_insertion_delay_late_ps=790
export IMPL_setup_viol=2
export IMPL_timing_setup_tns_ps=-32.2
export IMPL_grt_overflow=0
export IMPL_rsz0062_at_grt="no"
export IMPL_fillCellCount=12982
export IMPL_hold_viol=0
export IMPL_crit_required_ps=6000
export IMPL_synthCells=5415
export IMPL_criticalPathCategory="input pin to output port"
cells in the mapped netlist, types with 6 or more instances:
| cell type | number |
|---|---|
| a22oi_1 | 1256 |
| mux2_2 | 957 |
| dfrtp_1 | 944 |
| nand2_1 | 420 |
| clkbuf_1 | 263 |
| nor2_1 | 234 |
| buf_2 | 211 |
| a21oi_1 | 152 |
| nand4_1 | 131 |
| nor3_1 | 106 |
| mux2_1 | 82 |
| dfstp_2 | 80 |
| nand3_1 | 74 |
| buf_1 | 65 |
| nor4_1 | 64 |
| mux2i_1 | 38 |
| a222oi_1 | 34 |
| a22o_1 | 30 |
| o21ai_0 | 26 |
| nand2b_1 | 19 |
| a221oi_1 | 17 |
| a31oi_1 | 15 |
| a32oi_1 | 14 |
| a2111oi_0 | 13 |
| nand3b_1 | 13 |
| nor2b_1 | 13 |
| and2_1 | 11 |
| or3_1 | 11 |
| a211oi_1 | 9 |
| nor2_2 | 9 |
| inv_1 | 8 |
| o32a_1 | 8 |
| or3b_1 | 8 |
| and4_1 | 6 |
| o31ai_1 | 6 |
cell families after synthesis:
group	count (synthesis)	synth area share (%)
compound gates	1614	20.7
buf+inv	552	4.10
flops	1024	44.8
mux	1077	21.0
simple gates	1148	9.43
layer usage:
| layer | track usage (%) | wire length [um] | vias to the layer above |
|---|---|---|---|
| li1 | - | - | 21364 |
| met1 | 70.7 | 145000 | 30630 |
| met2 | 74.2 | 161000 | 6698 |
| met3 | 43.8 | 75700 | 2633 |
| met4 | 44.2 | 42700 | 73 |
| met5 | 8.33 | 1510 | - |
report_power, final:
group          switching [mW]  internal [mW]  leakage (nW)  total [mW]
logic                    1.45           1.35          14.3        2.80
clock network            2.67           3.54          1.97        6.22
registers                1.69           6.65          12.9        8.35
cell type report:
class / instances / area share, %
antenna: 57 / 0.210
clock buffer: 153 / 4.84
clock inverter: 65 / 1.21
inverter: 8 / 0.0443
multi-input combinational: 3839 / 44.6
sequential: 1024 / 37.9
tap: 1890 / 3.49
timing repair buffer: 562 / 7.70
path summary, 6_finish.rpt:
kind | depth (start not counted) | endpoint | slack [ps] | start
hold reg to reg | 1 | rf_regs[26][17] | 560 | rf_regs[26][17]
max in group asynchronous | 3 | rf_regs[21][14] | 4820 | rst
min in group asynchronous | 1 | rf_regs[1][31] | 720 | rst
setup / recovery | 10 | RD2[17] | -20 | A2[1]
hold / removal | 1 | rf_regs[26][17] | 560 | rf_regs[26][17]
setup reg to reg | 1 | rf_regs[12][6] | 6470 | rf_regs[12][6]
No activity file was given, so power comes from the tool's default toggle rates.
