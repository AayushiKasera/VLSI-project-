### run.sh
#!/bin/bash
# OpenROAD 26Q1-2900-gdf79404cd8, Yosys 0.63+post, stock flow scripts
make -C /OpenROAD-flow-scripts/flow DESIGN_CONFIG=/design/flow/config.mk WORK_HOME=/design/flow/orfs finish
### config.mk
export PLATFORM = sky130hd
export DESIGN_NAME = data_memory
export DESIGN_NICKNAME = data_memory
export VERILOG_FILES = /design/flow/design.v
export SDC_FILE = /design/flow/constraint.sdc
export NUM_CORES = 4
export LEC_CHECK = 1
export CORE_UTILIZATION = 30
### constraint.sdc
current_design data_memory

set clk_period 11.6
set clk_io_pct 0.2

create_clock -name clk0 -period $clk_period [get_ports {clk}]

set non_clock_inputs [all_inputs -no_clocks]
set_input_delay [expr $clk_period * $clk_io_pct] -clock clk0 $non_clock_inputs
set_output_delay [expr $clk_period * $clk_io_pct] -clock clk0 [all_outputs]
### design.v
 module data_memory(
input logic clk,rst,
input logic[31:0] A,  
input logic[31:0] WD,  
input logic WE,  
output logic[31:0] RD,
output logic[31:0] prode  
);
localparam depth  = 32;
localparam width = 32;
logic [width-1:0] RAM[depth-1:0];
always @(posedge clk or negedge rst)
begin
	if(!rst)  
	begin
		for(int i = 0; i < depth ; i++)
		begin
			RAM[i] <= i;
		end
	end
	else  
	begin
		if (WE) 
			RAM[A] <= WD;
	end
end
assign RD = RAM[A];
assign prode = RAM[A];
endmodule
==> ci_impl_report.md <==
### Yosys + OpenROAD results

| Metric | Value |
|---|---|
| Result of the run | `complete, no violations` |
| Power density over cell area | `174.1 nW/µm²` |
| DRT iter0 DRCs | `2348` |
| Hold bufs inserted after CTS | `0` |
| Async set or reset register ratio after synthesis | `100.0%` |
| Detailed-routing iteration count for the pre-antenna-repair pass | `5` |
| Setup Viol. Count Final | `0` |
| FMAX | `0.1119 GHz` |
| Full die area | `159300 µm²` |
| Global-route wire length before repair | `223.7 mm` |
| Post-synth tally of flip-flops with integrated enable | `0` |
| Core area | `156400 µm²` |
| Worst setup SP type | `input port` |
| Most instantiated flip-flop cell in the synthesis netlist | `sky130_fd_sc_hd__dfrtp_1` |
| Overall Global Routing Usage | `19.51%` |
| Class of the most critical setup path | `in2out` |
| Tool warnings | `68` |
| Clock transition time at the flip-flop clock pins of the worst setup and hold paths | `0.06 ns` |
| Clock sink count | `1024` |
| Synth flops | `roughly 1000` |
| Number of H-tree levels | `3` |
| Count of buffers inserted at the top-level ports | `103` |
| Clock tree from TritonCTS | `done` |
| Overall overflow remaining after global route | `0` |
| Buffers inserted by post-CTS timing repair | `0` |
| RePlAce Congestion | `about 0.86` |
| Share of layout cells above drive strength 1 | `38.28%` |
| Share of power burned in combinational logic | `between 10% and 20%` |
| Starting density of the core | `a little under a third` |
| Tightest Pin Transition | `1.142 ns` |
| Max reg flops | `1024` |
| Portion of the clock cycle consumed by the worst path in the final layout | `77.01%` |
| Post-synthesis cell type count | `47` |
| Post-Syn Instances | `3847` |
| Register with the most flip-flops | `RAM` |
| Clock power frac | `approximately 37%` |
| Top cells by count | `999 x sky130_fd_sc_hd__mux2_2, 944 x sky130_fd_sc_hd__dfrtp_1, 592 x sky130_fd_sc_hd__nand3_1` |
| Residual antenna-violating net count after detailed routing | `0` |
| Number of vias in the routed layout | `around 33000` |
| Vias in the first global route | `33174` |
| CTS Root Cell | `sky130_fd_sc_hd__clkbuf_16` |
| Maximum number of pins on one net before global-route repair | `about 130` |
| Post-cts gate resize count | `0` |
| Worst-case headroom to the max-slew limit | `21.91%` |
| Synth top area share | `49.94%` |
| Area grow syn2layout | `13.92%` |
| Final-report max-slew violation count | `0` |
| Series of cell instances along the critical path | `buf_2 -> buf_4 -> nor2_4 -> buf_12 -> nand2_2 -> buf_4 -> nor2_1 -> a21oi_1 -> clkdlybuf4s50_1` |
| Critical path peak fanout | `~100` |
| RSZ-0062 raised after global routing | `false` |
| Critical path arrival | `6.61 ns` |
| Switch Pwr | `2.365 mW` |
| Endpoint type of the worst setup path | `primary output` |
| Req. time, crit path | `9.28 ns` |
| Post-detailed-route DRC marker count | `0` |
| Max-capacitance violation count | `0` |
| Die width | `399.1 µm` |
| HPWL after DPL | `84.11 mm` |
| Number of standard-cell rows in the floorplan | `145` |
| Longest individual stage delay on the worst path | `~0.68 ns` |
| Top cell by count, worst path | `sky130_fd_sc_hd__buf_4` |
| Count of endpoints failing hold in the final timing report | `0` |
| Most area-hungry cell type in the Yosys netlist | `sky130_fd_sc_hd__dfrtp_1` |
| Worst slack at placement | `~2.8 ns` |
| Fin worst setup slack | `2.667 ns` |
| Post-placement cell count | `5705` |
| Tmin final | `between 8 and 9 ns` |
| Switching power as a share of total power | `25.22%` |
| P_int | `7.014 mW` |
| Ys Warns | `2` |
| Clock skew after layout | `0 ns` |
| CTS buffer count | `113` |
| Type of the worst min-delay path | `reg2reg` |
| Largest regs | `RAM x1024` |
| Flop pwr share | `~49%` |
| Yosys Chip Area | `around 47000 µm²` |
| Wirelength, routed | `between 100 and 150 mm` |
| CTS max path bufs | `3` |
| Filler Cells Inserted | `15186` |
| Dominant cells by area after synthesis | `sky130_fd_sc_hd__dfrtp_1 50%, sky130_fd_sc_hd__mux2_2 24%, sky130_fd_sc_hd__nand3_1 6.3%` |
| Cell leakage power | `23.16 nW` |
| Clock latency of the later-clocked register in the worst-skew pair | `0.70 ns` |
| Synthesized area | `47300 µm²` |
| Post-synth seq share | `54.38%` |
| Die H | `between 300 and 400 µm` |
| Post-synthesis cell count from yosys | `around 3800` |
| Antenna violations before repair | `4` |
| Cell with the biggest individual delay on the critical path | `sky130_fd_sc_hd__nand2_2` |
| Via-to-Cell Ratio | `5.559` |
| Final setup TNS | `0 ns` |
| Average cell area after synthesis | `12.30 µm²` |
| Final Non-Filler Cells | `5910` |
| Count leader, synth | `sky130_fd_sc_hd__mux2_2` |
| VDD IR max | `between 0.1 and 0.15 mV` |
| I/O pins | `between 100 and 150` |
| Routed wirelength normalized by instance count | `25.37 µm` |
-- final timing paths --
kind / cells past startpoint / slack, ns / start / endpoint
max: 9 / 2.67 / A[4] / prode[3]
min: 1 / 0.48 / RAM[27][7] / RAM[27][7]
max reg2reg: 1 / 10.80 / RAM[0][27] / RAM[0][27]
min reg2reg: 1 / 0.48 / RAM[27][7] / RAM[27][7]
max in group asynchronous: 4 / 7.48 / rst / RAM[6][16]
min in group asynchronous: 1 / 1.56 / rst / RAM[3][3]
-- critical path: cells and delay by family --
kind,cells,cell delay [ns]
buf+inv,5,2.69
simple gates,3,0.96
compound gates,1,0.50
-- layout make-up --
class,count,area [µm²],area share [%]
diodes,1,2.502,0.004644
clock buffers,184,3385,6.281
clock inverters,20,225.2,0.4180
inverters,4,15.01,0.02786
multi-input cells,2377,19830,36.80
flip-flops and latches,1024,25720,47.74
well taps,2058,2575,4.779
repair buffers,242,2127,3.947
-- stage by stage --
step / power (mW) / utilization, % / cell area (µm²) / hold slack [ns]
final: 9.379 / 34.46 / 53880 / 0.4848
after global routing: 9.784 / 34.45 / 53880 / 0.5014
after CTS: 9.441 / 34.45 / 53880 / 0.4884
after detailed placement: 5.955 / 32.15 / 50270 / 0.4756
after global placement: 5.897 / 32.15 / 50270 / 0.4672
after floorplan: 5.473 / - / 47300 / 0.4565
-- routing by layer --
| layer | part of all wire (%) | routed length [µm] | track usage, % | vias to the layer above |
|---|---|---|---|---|
| met1 | 43 | 64050 | 27.98 | 17309 |
| li1 | - | - | - | 14003 |
| met4 | 3.2 | 4772 | 5.316 | 4 |
| met2 | 44 | 65810 | 28.28 | 1283 |
| met3 | 10 | 15280 | 7.326 | 255 |
| met5 | 0.018 | 27 | 0.03027 | - |
-- cells in the final DEF (no fill, tap or decap), types with 31 or more instances in the layout --
cell type | netlist | layout
sky130_fd_sc_hd__clkdlybuf4s50_1 | 0 | 98
sky130_fd_sc_hd__o211ai_1 | 33 | 33
sky130_fd_sc_hd__nor4_1 | 35 | 35
sky130_fd_sc_hd__and3_1 | 61 | 60
sky130_fd_sc_hd__dfstp_2 | 80 | 80
sky130_fd_sc_hd__nor2_1 | 42 | 32
sky130_fd_sc_hd__mux2_1 | 31 | 31
sky130_fd_sc_hd__o21ai_0 | 49 | 49
sky130_fd_sc_hd__clkbuf_1 | 227 | 42
sky130_fd_sc_hd__a22oi_1 | 32 | 32
sky130_fd_sc_hd__a21oi_1 | 89 | 89
sky130_fd_sc_hd__nand4_1 | 132 | 132
sky130_fd_sc_hd__clkbuf_16 | 0 | 113
sky130_fd_sc_hd__mux2_2 | 999 | 999
sky130_fd_sc_hd__nand2_1 | 41 | 37
sky130_fd_sc_hd__buf_4 | 38 | 136
sky130_fd_sc_hd__nand3_1 | 592 | 574
sky130_fd_sc_hd__a221o_1 | 56 | 56
sky130_fd_sc_hd__dfrtp_1 | 944 | 944
-- logic make-up after synthesis --
kind of cell | count (synthesis) | share of synthesized area [%]
simple gates | 999 | 11.59
flops | 1024 | 54.38
compound gates | 348 | 5.216
mux | 1030 | 24.52
buf+inv | 446 | 4.293
-- power groups by stage --
stage,logic (mW),clock network (mW),registers (mW)
4_1_cts,1.29,3.54,4.61
5_1_grt,1.40,3.68,4.71
6_report,1.28,3.48,4.62
Power and IR drop assume default switching activity.
